==> /design/flow/design.v <==
`timescale 1ns / 1ps
module link_top(
    input wire clk,
    input wire rst,
    output wire done
);
    wire req, ack;
    wire [7:0] data;
    master_fsm u_master (
        .clk(clk), .rst(rst), .ack(ack),
        .req(req), .data(data), .done(done)
    );
    slave_fsm u_slave (
        .clk(clk), .rst(rst), .req(req),
        .data_in(data), .ack(ack), .last_byte() 
    );
endmodule
`timescale 1ns / 1ps
module master_fsm(
    input wire clk,
    input wire rst,
    input wire ack,
    output reg req,
    output reg [7:0] data,
    output reg done
);
    localparam IDLE = 3'b000, DRIVE_DATA = 3'b001, WAIT_ACK = 3'b010,
               WAIT_ACK_LOW = 3'b011, DONE = 3'b100;
    reg [2:0] state_reg, state_next;
    reg [1:0] byte_count_reg, byte_count_next;
    always @(posedge clk) begin
        if (rst) begin
            state_reg <= IDLE;
            byte_count_reg <= 2'b00;
        end else begin
            state_reg <= state_next;
            byte_count_reg <= byte_count_next;
        end
    end
    always @(*) begin
        state_next = state_reg;
        byte_count_next = byte_count_reg;
        req = 1'b0;
        data = 8'hZZ;
        done = 1'b0;
        case (state_reg)
            IDLE: state_next = DRIVE_DATA;
            DRIVE_DATA: begin
                req = 1'b1;
                data = 8'hA0 + byte_count_reg;  
                state_next = WAIT_ACK;
            end
            WAIT_ACK: begin
                data = 8'hA0 + byte_count_reg;
                if (ack) begin
                 state_next = WAIT_ACK_LOW;
                 req = 1'b0;
                 end
            end
            WAIT_ACK_LOW: begin
                if (!ack) begin
                    if (byte_count_reg == 2'd3) state_next = DONE;
                    else begin
                        state_next = DRIVE_DATA;
                        byte_count_next = byte_count_reg + 1;
                    end
                end
            end
            DONE: begin
                done = 1'b1;
                state_next = IDLE;
            end
        endcase
    end
endmodule
`timescale 1ns / 1ps
module slave_fsm(
    input wire clk,
    input wire rst,
    input wire req,
    input wire [7:0] data_in,
    output reg ack,
    output reg [7:0] last_byte 
);
    localparam IDLE = 2'b00, ACK_1 = 2'b01, ACK_2 = 2'b10, WAIT_REQ_LOW = 2'b11;
    reg [1:0] state_reg, state_next;
    always @(posedge clk) begin
        if (rst) begin
            state_reg <= IDLE;
            last_byte <= 8'b0;
        end else begin
            state_reg <= state_next;
            if (state_reg == IDLE && req) begin
                last_byte <= data_in;  
            end
        end
    end
    always @(*) begin
        state_next = state_reg;
        ack = 1'b0;
        case (state_reg)
            IDLE: if (req) state_next = ACK_1;
            ACK_1: begin
                ack = 1'b1;
                state_next = ACK_2;
            end
            ACK_2: begin
                ack = 1'b1;
                state_next = WAIT_REQ_LOW;
            end
            WAIT_REQ_LOW: begin
                if (!req) state_next = IDLE;
            end
        endcase
    end
endmodule
==> /design/flow/run.sh <==
#!/bin/bash
# OpenROAD 26Q1-2900-gdf79404cd8, Yosys 0.63+post, stock flow scripts
make -C /OpenROAD-flow-scripts/flow DESIGN_CONFIG=/design/flow/config.mk WORK_HOME=/design/flow/orfs finish
==> /design/flow/config.mk <==
export PLATFORM = sky130hd
export DESIGN_NAME = link_top
export DESIGN_NICKNAME = link_top
export VERILOG_FILES = /design/flow/design.v
export SDC_FILE = /design/flow/constraint.sdc
export NUM_CORES = 4
export LEC_CHECK = 1
export CORE_AREA = 10 10 70 70
export DIE_AREA = 0 0 80 80
==> /design/flow/constraint.sdc <==
current_design link_top

set clk_period 1.3
set clk_io_pct 0.2

create_clock -name clk0 -period $clk_period [get_ports {clk}]

set non_clock_inputs [all_inputs -no_clocks]
set_input_delay [expr $clk_period * $clk_io_pct] -clock clk0 $non_clock_inputs
set_output_delay [expr $clk_period * $clk_io_pct] -clock clk0 [all_outputs]
==> summary.txt <==
Synthesis and place-and-route results.

- The flow ran to the end, and the final reports show no timing, DRC or antenna violations.
- The number of antenna violations at the first check in global routing came to 0.
- Subtracting the final worst setup slack from the clock period gives 1.10 ns.
- Looking at the worst setup and hold paths, the clock pins of their registers show a slew of roughly 0.07 ns.
- In this run, the synthesized area fraction spent on xor and xnor cells is recorded as 0.
- After synthesis, the chip area reported by Yosys is between 300 and 400 um^2.
- The library cells used most frequently in the layout, excluding fill and tap cells, are sky130_fd_sc_hd__dfxtp_1, sky130_fd_sc_hd__nor2_1, sky130_fd_sc_hd__o21ai_0, sky130_fd_sc_hd__a21oi_1, sky130_fd_sc_hd__clkbuf_4.
- The fraction of met3 tracks used by global routing is 0.0102.
- Summing over every cut layer, the via total after detailed routing is approximately 260.
- The buffer depth of the longest clock path is 2.
- The busiest layer in global routing is met2.
- The flip-flop and latch count after synthesis is 11.
- The cell accounting for the most synthesized area is sky130_fd_sc_hd__dfxtp_1.
- CTS saw 11 sinks.
- The clock skew is approximately 0.0059 ns.
- The per-cell routed wire length is about 6.6 um.
- Based on the critical path, the design can be clocked at up to 907 MHz.
- The first-pass iteration count of the detailed router is 2.
- In the finished design, the share of the clock period the worst path needs comes to 0.848.
- The floorplan die height is roughly 80 um.
- The via count of the first global-routing pass is 248.
- The distinct cell type count after synthesis is 16.
- The number of warnings issued by yosys is 3.
- The met2 track utilization from global routing is 0.0257.
- Clock latency on the worst-skew pair, taken at its later pin, is between 0.2 and 0.3 ns.
- The clock buffer count from CTS is 3.
- The number of nets with antenna violations after detailed routing is 0.
- The count of endpoints failing hold in the final timing report is 0.
- In this run, the number of DRC markers left after iteration 0 of detailed routing was 4.
- The die width is roughly 80 um.
- The antenna cell count is 0.
- The tree is rooted in a sky130_fd_sc_hd__clkbuf_4.
- The share of Yosys cell area claimed by the top area cell type is 0.599.
- Of the combinational cells, the family taking the most area is simple AND/OR/NAND/NOR gates.
- The worst endpoint required time is approximately 1.5 ns.
- The summed instance area of the synthesized netlist is 368 um^2.
- Data on the critical path arrives at its endpoint at 1.30 ns.
- The clock tree from TritonCTS is built.
- The first global-routing pass estimated ~970 um of wire.
- The die footprint is roughly 6400 um^2.
- The remaining design rule violation count is 0.
- The number of failing setup endpoints in the final timing report is 0.
- Measured on the finished design, the core utilization comes to 0.140.
- The ratio of total power to cell area is 1280 nW/um^2.
- The weighted congestion reported at the end of routability-driven placement is about 0.77.
- The number of flip-flops under the largest register name is 5.
- Of the cells placed in the final design, the portion with a size suffix greater than 1 is 0.220.
- The effective utilization at floorplan is 0.108.
- Per the synthesis report, the AND-OR/OR-AND share of the synthesized area is 0.153.
- According to the floorplan log, the row count is 21.
- The area fraction in mux cells is 0.0272.
- The number of OpenROAD warnings is 25.
- The critical path class is reg2reg.
- Overall routing resource usage recorded by global route was 0.0178.
- Per Yosys stat, the portion of area used by sequential elements is 0.599.
- The per-instance average area after synthesis is around 11 um^2.
- The relative slew slack is 0.865.
- The met1 track demand over resource in global routing is 0.0204.
- For this design the static power due to leakage is roughly 0.18 nW.
- Per the synthesis report, the adder-cell share of the synthesized area is 0.0340.
- Setup repair after global routing left no endpoint under its margin.
- The worst setup path is captured at a flip-flop.
- Per the cell usage report, the commonest logic cell in the layout is sky130_fd_sc_hd__dfxtp_1.
- The placed wire-length estimate after detailed placement is 420 um.
- STA classifies the critical path startpoint as a flip-flop.
- In this run the tool buffered the top-level ports with 2 buffer cells.
- CTS built an H-tree with a depth of 1.
- Entering global routing, the biggest net connects 8 pins.
- The transition at the pin with the smallest max-transition slack is approximately 0.20 ns.
- In the final timing run, aggregate negative setup slack is 0 ns.
- The tightest min-delay check is of the reg2reg type.
- The count of hold buffers inserted by post-cts repair is 0.
- Pin placement for this block handled 3 I/O pins.
- The area growth from synthesis to layout is 29.6%.
- The main area contributors are sky130_fd_sc_hd__dfxtp_1, sky130_fd_sc_hd__a21oi_1, sky130_fd_sc_hd__o21ai_0.
- The aggregate global routing overflow is 0.
- The total cells reported by yosys after synthesis is 35.
- The maximum vdd ir drop is about 0.5 mV.
- The tally of max-capacitance violations is 0.
- STA lists the maximum fanout along the critical path as 4.
- The area fraction in and, or, nand and nor cells is 0.167.
- The area of the placeable core is ~3400 um^2.
- Wires add up to slightly below 600 um.
- The vias per cell is about 2.9.
- The number of slew-limit violations in the final report is 0.
- The synthesized instance count is 35.
[power by group]
| group | total [W] | internal [W] | switching [W] | leakage (nW) |
|---|---|---|---|---|
| combinational | 0.0000255 | 0.0000144 | 0.0000111 | 0.0694 |
| sequential | 0.000355 | 0.000348 | 0.00000682 | 0.0905 |
| clock | 0.000231 | 0.000114 | 0.000117 | 0.0177 |
[layer usage]
layer  wire (um)  up-vias
met4          22        0
li1            -      129
met3          46        3
met2         238        6
met5           0        -
met1         269      118
[path summary, 6_finish.rpt]
path,startpoint,endpoint,slack (ns),cells past startpoint
worst max register to register,u_master.byte_count_reg[0],u_master.byte_count_reg[0],0.20,3
worst min register to register,u_master.state_reg[1],u_master.state_reg[0],0.44,1
worst min-delay path,u_master.state_reg[1],u_master.state_reg[0],0.44,1
worst max-delay path,u_master.byte_count_reg[0],u_master.byte_count_reg[0],0.20,3
[synth_stat cells]
cell / instances
sky130_fd_sc_hd__a21oi_1: 3
sky130_fd_sc_hd__clkbuf_1: 1
sky130_fd_sc_hd__dfxtp_1: 11
sky130_fd_sc_hd__ha_1: 1
sky130_fd_sc_hd__inv_1: 1
sky130_fd_sc_hd__mux2i_1: 1
sky130_fd_sc_hd__nand2b_1: 2
sky130_fd_sc_hd__nor2_1: 4
sky130_fd_sc_hd__nor2b_1: 1
sky130_fd_sc_hd__nor3b_1: 2
sky130_fd_sc_hd__o21ai_0: 3
sky130_fd_sc_hd__o21ai_2: 1
sky130_fd_sc_hd__o21ba_2: 1
sky130_fd_sc_hd__o21bai_1: 1
sky130_fd_sc_hd__or2_2: 1
sky130_fd_sc_hd__or3_1: 1
[kinds of logic (layout without fill, tap and decap cells)]
| kind of cell | after synthesis | after routing |
|---|---|---|
| flip-flops | 11 | 11 |
| AND/OR/NAND/NOR | 11 | 11 |
| AND-OR/OR-AND | 9 | 9 |
| buffers and inverters | 2 | 8 |
| adder cells (fa/ha/maj) | 1 | 1 |
| multiplexers | 1 | 1 |
[worst max-delay path, cell delays in order (launching register included)]
cell and delay (ns):
sky130_fd_sc_hd__dfxtp_1 0.32, sky130_fd_sc_hd__ha_1 0.23, sky130_fd_sc_hd__or3_1 0.35, sky130_fd_sc_hd__a21oi_1 0.14
[layout make-up]
type / count / area, um^2
timing repair buffer: 3 / 26.3
multi-input combinational: 22 / 140
fill: 396 / 2940
inverter: 1 / 3.75
clock buffer: 3 / 22.5
clock inverter: 1 / 5.00
tap: 46 / 57.6
sequential: 11 / 221
[repair_timing]
action / in CTS / in global routing
setup buffers: 0 / 0
gates resized: 2 / 0
endpoints found under the hold margin: 0 / 0
endpoints found under the setup margin: 1 / 0
[through the flow]
stage	cells	area [um^2]	setup WS, ns	total power, W	hold slack, ns
finish	87	477	0.197	0.000612	0.437
CTS	87	477	0.199	0.000613	0.441
global route	87	477	0.0982	0.000638	0.466
global placement	83	449	0.110	0.000387	0.429
floorplan	35	368	0.268	0.000379	0.389
detailed placement	83	449	0.0808	0.000388	0.439
No activity file was given, so power comes from the tool's default toggle rates.
