**./constraint.sdc**
```tcl
current_design traffic_light

set clk_period 1.9
set clk_io_pct 0.2

create_clock -name clk0 -period $clk_period [get_ports {clk}]

set non_clock_inputs [all_inputs -no_clocks]
set_input_delay [expr $clk_period * $clk_io_pct] -clock clk0 $non_clock_inputs
set_output_delay [expr $clk_period * $clk_io_pct] -clock clk0 [all_outputs]
```
**./run.sh**
```bash
#!/bin/bash
# OpenROAD 26Q1-2900-gdf79404cd8, Yosys 0.63+post, stock flow scripts
make -C /OpenROAD-flow-scripts/flow DESIGN_CONFIG=/design/flow/config.mk WORK_HOME=/design/flow/orfs finish
```
**./config.mk**
```make
export PLATFORM = sky130hd
export DESIGN_NAME = traffic_light
export DESIGN_NICKNAME = traffic_light
export VERILOG_FILES = /design/flow/design.v
export SDC_FILE = /design/flow/constraint.sdc
export NUM_CORES = 4
export LEC_CHECK = 1
export CORE_AREA = 10 10 70 70
export DIE_AREA = 0 0 80 80
```
**./design.v**
```verilog
`timescale 1ns / 1ps
module traffic_light(
    input wire clk,
    input wire rst,       
    input wire tick,      
    output reg ns_g, ns_y, ns_r,
    output reg ew_g, ew_y, ew_r
);
    localparam NS_GREEN  = 2'b00;
    localparam NS_YELLOW = 2'b01;
    localparam EW_GREEN  = 2'b10;
    localparam EW_YELLOW = 2'b11;
    reg [1:0] state_reg, state_next;
    reg [2:0] tick_count_reg, tick_count_next;  
    always @(posedge clk) begin
        if (rst) begin
            state_reg      <= NS_GREEN;
            tick_count_reg <= 3'b0;
        end else begin
            state_reg      <= state_next;
            tick_count_reg <= tick_count_next;
        end
    end
    always @(*) begin
        state_next      = state_reg;
        tick_count_next = tick_count_reg;
        if (tick) begin  
            case (state_reg)
                NS_GREEN: begin
                    if (tick_count_reg == 4) begin  
                        state_next      = NS_YELLOW;
                        tick_count_next = 3'b0;
                    end else begin
                        tick_count_next = tick_count_reg + 1;
                    end
                end
                NS_YELLOW: begin
                    if (tick_count_reg == 1) begin  
                        state_next      = EW_GREEN;
                        tick_count_next = 3'b0;
                    end else begin
                        tick_count_next = tick_count_reg + 1;
                    end
                end
                EW_GREEN: begin
                    if (tick_count_reg == 4) begin  
                        state_next      = EW_YELLOW;
                        tick_count_next = 3'b0;
                    end else begin
                        tick_count_next = tick_count_reg + 1;
                    end
                end
                EW_YELLOW: begin
                    if (tick_count_reg == 1) begin  
                        state_next      = NS_GREEN;
                        tick_count_next = 3'b0;
                    end else begin
                        tick_count_next = tick_count_reg + 1;
                    end
                end
                default: begin
                    state_next      = NS_GREEN;
                    tick_count_next = 3'b0;
                end
            endcase
        end
    end
    always @(*) begin
        ns_g = 0; ns_y = 0; ns_r = 0;
        ew_g = 0; ew_y = 0; ew_r = 0;
        case (state_reg)
            NS_GREEN: begin
                ns_g = 1;
                ew_r = 1;
            end
            NS_YELLOW: begin
                ns_y = 1;
                ew_r = 1;
            end
            EW_GREEN: begin
                ns_r = 1;
                ew_g = 1;
            end
            EW_YELLOW: begin
                ns_r = 1;
                ew_y = 1;
            end
        endcase
    end
endmodule
```
==> reports/qor.csv <==
stage;metric;value;unit
pwr;power_density;587;nW/µm²
yosys;yosys-stat-cells;44;
final_timing;skew;3.34;ps
pwr;static-leakage-power;0.188;nW
die;floorplan_core_area;3420;µm²
die;standard_cell_row_count;21;
grt;largest_net_degree_at_the_start_of_global_routing;11;
die;floorplan.die.height;80;µm
final_timing;timing.setup.tns;0;ps
detailed_routing;avgRoutedWirePerCell;8.69;µm
worst_hold_path;hold_start;tick_count_reg[1]$_SDFFE_PP0P_;
yosys;top_area_cell;sky130_fd_sc_hd__dfxtp_1;
clock_network;clock_sink_count;7;
clock_network;numCtsBuffers;3;
detailed_routing;drt_pass1_iterations;4;
final_timing;finalHoldViolations;0;
finish;flop_area;144;µm²
detailed_routing;wl;869;µm
worst_setup_path;regToRegStartpoint;tick_count_reg[0]$_SDFFE_PP0P_;
flow_run;drv_cap;0;
finish;final.fill_count;384;
detailed_routing;ant_nets;0;
grt;first_global_vias;350;
worst_setup_path;critical_path_peak_fanout;9;
die;floorplan.die_area;6400;µm²
final_timing;max-slew-margin-rel;76.5;%
yosys;ys_seq_share;37.0;%
detailed_routing;viasPerCell;3.60;
clock_network;cts-root-to-sink-buffers;2;
worst_setup_path;critical_path.startpoint_type;flip-flop;
clock_network;ctsHtreeMaxLevel;1;
final_timing;finalClockPeriodUsage;94.9;%
placed_design;place.port_buffers;8;
pwr;peakVddDrop;0.118;mV
final_timing;setup_viol_count_final;0;
yosys;synth_warnings;1;
placed_design;placed_wire_length_estimate_after_detailed_placement;696;µm
placed_design;gpl.final_weighted_congestion;0.658;
finish;synthToLayoutAreaGrowth;42.2;%
clock_network;clock_pin_slew_on_the_worst_setup_and_hold_paths;50;ps
yosys;edf_count;0;
flow_run;log.warning_count;27;
clock_network;insertion_delay;250;ps
detailed_routing;via_count;360;
yosys;numSynthFlops;7;
final_timing;timing.final.crit_period;1800;ps
placed_design;dpl-instance-area;504;µm²
clock_network;cts_tree;yes;
detailed_routing;drtIter0Drc;52;
finish;post_route_cells_drive_above_1_share;13.0;%
yosys;yosys.cell_types.count;22;
yosys;postSynthCellCount;44;
worst_setup_path;critPathArrivalTime;1420;ps
detailed_routing;drt_drc_violations_left;0;
yosys;ys_async_sr_fraction;0;%
final_timing;setup_repair_after_global_routing_missed_its_margin;false;
worst_setup_path;worstSetupPathType;reg2out;
yosys;synth_area;379;µm²
finish;layout.area.comb;216;µm²
final_timing;worst_slew_pin_slew;352;ps
finish;design_area;539;µm²
outcome;status;finished clean;
detailed_routing;diodes;0;
yosys;synth.top_cells.by_area;sky130_fd_sc_hd__dfxtp_1 37%, sky130_fd_sc_hd__ha_1 9.9%, sky130_fd_sc_hd__a22oi_1 5.9%, sky130_fd_sc_hd__o32ai_1 4.6%, sky130_fd_sc_hd__nand3_1 4.0%;
final_timing;maxClockFrequency;554;MHz
die;num_io_pins;9;
grt;antenna_found_initial;0;
yosys;syn-mean-instance-area;8.62;µm²
placed_design;placed_cells;96;
finish;stdcell_count;100;
die;core_util_floorplan;11.1;%
grt;grt_first_pass_wirelength;1.54;mm
clock_network;root_buffer;sky130_fd_sc_hd__clkbuf_4;
grt;track_usage;2.95;%
yosys;dominantRegCellSynth;sky130_fd_sc_hd__dfxtp_1;
yosys;synth_top_area_share;37.0;%
die;die_w;80;µm
finish;number_of_flip_flops_in_the_largest_register;4;
worst_setup_path;critPathRequiredTime;1520;ps
grt;global_route.overflow_total;0;
yosys;synth-area-yosys;379;µm²
worst_hold_path;worstHoldPathType;reg2reg;
worst_setup_path;crit_path_start;state_reg[3]$_DFF_P_;
final_timing;maxSlewViolCount;0;
worst_setup_path;crit_path_end_kind;output port;
-- power by group --
group          switching (W)  internal [W]  total (W)
logic              0.0000173     0.0000140  0.0000313
clock network      0.0000522     0.0000800   0.000132
registers         0.00000353      0.000150   0.000153
total              0.0000730      0.000244   0.000317
-- worst paths after layout --
check / to / slack, ps / cells after the start
hold reg to reg: tick_count_reg[1]$_SDFFE_PP0P_ / 540 / 2
setup / recovery: ns_y / 100 / 3
setup reg to reg: tick_count_reg[1]$_SDFFE_PP0P_ / 590 / 5
hold / removal: tick_count_reg[1]$_SDFFE_PP0P_ / 540 / 2
-- layout make-up --
class	count	area share, %
multi-input cells	31	40.1
inverters	4	2.78
clock buffers	4	4.87
repair buffers	8	14.8
flip-flops and latches	7	26.7
well taps	46	10.7
-- cell families (layout without fill, tap and decap cells) --
family	after synthesis	after routing	synth area share, %
buf+inv	6	16	7.26
flops	7	7	37.0
compound gates	10	10	20.8
fa+ha+maj	3	3	9.90
simple gates	18	18	25.1
-- cells in the mapped netlist (2+ instances only) --
master,n
sky130_fd_sc_hd__ha_1,3
sky130_fd_sc_hd__nor2_1,4
sky130_fd_sc_hd__a22oi_1,3
sky130_fd_sc_hd__dfxtp_1,7
sky130_fd_sc_hd__nor3_1,2
sky130_fd_sc_hd__nand3_1,3
sky130_fd_sc_hd__inv_1,4
sky130_fd_sc_hd__nand2_1,3
sky130_fd_sc_hd__o32ai_1,2
-- cells in the final DEF, fill, tap and decap left out, drive strengths merged --
cell / Yosys / layout
a21oi: 1 / 1
a221o: 1 / 1
a22oi: 3 / 3
and3: 1 / 1
and3b: 1 / 1
clkbuf: 1 / 4
clkdlybuf4s50: 0 / 8
dfxtp: 7 / 7
ha: 3 / 3
inv: 4 / 4
nand2: 3 / 3
nand2b: 1 / 1
nand3: 3 / 3
nand3b: 1 / 1
nor2: 4 / 4
nor3: 2 / 2
o21ai: 1 / 1
o22ai: 1 / 1
o311ai: 1 / 1
o32ai: 2 / 2
or2: 1 / 1
or3b: 1 / 1
-- stage by stage --
stage               power (W)  hold WS (ps)  util, %  setup WS [ps]
floorplan            0.000181           493        -            716
global placement     0.000187           517     14.8            271
detailed placement   0.000189           537     14.8            225
CTS                  0.000327           544     15.6           51.3
global route         0.000339           577     15.8           27.5
finish               0.000317           538     15.8           96.4
-- per-layer routing --
| metal | wire (µm) | vias to the layer above | track usage, % |
|---|---|---|---|
| li1 | - | 180 | - |
| met1 | 363 | 162 | 2.95 |
| met2 | 342 | 16 | 4.57 |
| met3 | 146 | 2 | 2.50 |
| met4 | 17 | 0 | 0.704 |
| met5 | 0 | - | 0 |
-- worst max-delay path, cell delays in order, from the launching register on --
cell and delay [ps]:
sky130_fd_sc_hd__dfxtp_4 370, sky130_fd_sc_hd__or2_4 260, sky130_fd_sc_hd__nor2_2 70, sky130_fd_sc_hd__clkdlybuf4s50_1 470
-- repair_timing --
action | 4_1_cts | 5_1_grt
buffers inserted | 0 | 0
setup endpoints to repair | 1 | 1
gates resized | 1 | 3
endpoints found under the hold margin | 0 | 0
hold buffers | 0 | 0
Power is estimated from default activity; no workload was simulated.
