File: /design/flow/run.sh
#!/bin/bash
# OpenROAD 26Q1-2900-gdf79404cd8, Yosys 0.63+post, stock flow scripts
make -C /OpenROAD-flow-scripts/flow DESIGN_CONFIG=/design/flow/config.mk WORK_HOME=/design/flow/orfs finish
File: /design/flow/design.v
module forwarding_unit(input logic [4:0] Rs1E, Rs2E,     
                       input logic [4:0] RdM, RdW,       
                       input logic RegWriteM, RegWriteW,  
                       output logic [1:0] ForwardA, ForwardB);
  always_comb begin
    ForwardA = 2'b00; 
    ForwardB = 2'b00;
    if (RegWriteM && (RdM != 5'd0) && (RdM == Rs1E))
      ForwardA = 2'b01;  
    else if (RegWriteW && (RdW != 5'd0) && (RdW == Rs1E))
      ForwardA = 2'b10;  
    if (RegWriteM && (RdM != 5'd0) && (RdM == Rs2E))
      ForwardB = 2'b01;  
    else if (RegWriteW && (RdW != 5'd0) && (RdW == Rs2E))
      ForwardB = 2'b10;  
  end
endmodule
File: /design/flow/config.mk
export PLATFORM = sky130hd
export DESIGN_NAME = forwarding_unit
export DESIGN_NICKNAME = forwarding_unit
export VERILOG_FILES = /design/flow/design.v
export SDC_FILE = /design/flow/constraint.sdc
export NUM_CORES = 4
export LEC_CHECK = 1
export CORE_AREA = 10 10 70 70
export DIE_AREA = 0 0 80 80
File: /design/flow/constraint.sdc
current_design forwarding_unit

set clk_period 1.8
set clk_io_pct 0.2

create_clock -name clk0 -period $clk_period

set non_clock_inputs [all_inputs -no_clocks]
set_input_delay [expr $clk_period * $clk_io_pct] -clock clk0 $non_clock_inputs
set_output_delay [expr $clk_period * $clk_io_pct] -clock clk0 [all_outputs]
==> results.ini <==
[status]
status=finished, violations left
violations=setup timing

[routing]
vias=393
drc=0
ant_nets=0
wl_mm=1.37
vias_per_cell=3.25
drt-initial-drc-count=5
firstDrtPassIters=3
antenna_cells=0
wl_per_cell_um=11.3

[grt]
grtUsageTotal=0.0416
grt_pass1_vias=446
grt_max_degree=4
grt_pass1_wl_mm=2.15
grt_overflow=0
antenna_found_initial=0

[layout]
syn_to_final_growth_pct=201
final_common_cell=buf_4
flop-count=0
stdcell_area_um2=776
register_area_um2=0
final_layout_size_suffix_gt1_frac=0.520
final_cell_mix=buf_4 (13), xnor2_1 (12), dlygate4sd2_1 (9)
final_core_util=0.227
stdcell_count=121
nClkBuffers=0

[synth]
yosys_warnings=1
avgSynthCellArea_um2=7.58
yosys_cells=34
ys_types=9
syn-cell-area_um2=258
synthCells=34
ys_area_um2=258
ys_seq_share=0

[timing]
finalCritPeriodShare=1.15
hold_viol_final=0
maxClockFrequency_ghz=0.484
setup_viol=4
worst_slack_ps=-265
slew_violations=0
tightest_slew_ps=257
rsz0062_at_grt=true
period_minus_slack_ps=2070
slew_headroom=0.828

[setup_path]
critPathCaptureType=output port
cp_data_required_time_ps=1440
startpoint=RdM[1]
crit_fanout=2
critPathKind=in -> out
cp-start-kind=input port
critPathArrivalTime_ps=1710

[floorplan]
fp.dieW_um=80
rows=21
core-area_um2=3420
core_util_floorplan=0.0755
die_area_um2=6400
die_h_um=80
io-pin-count=26

[placed_design]
hpwl_mm=1.18
place.gp.congestion=0.910
dp_slack_ps=-1020
portBuffers=26
dpl_cell_area_um2=673
dp_cells=119

[flow_run]
drv_cap=0
warnings=34

[power_and_ir_drop]
p_per_area_nw_per_um2=211
leakagePower_nw=0.314
irDropWorstVdd_uv=105

[worst_hold_path]
hold_path_startpoint=Rs1E[0]
hold_class=in -> out

[clocking]
ctsHoldBuffers=0

cell usage after synthesis:
library cell | n | share of area
nand4_1 | 2 | 0.049
or4_1 | 2 | 0.058
xnor2_1 | 16 | 0.54
xor2_1 | 4 | 0.14
nor2_1 | 1 | 0.015
nand2_1 | 2 | 0.029
nand3_1 | 2 | 0.039
o21ai_2 | 1 | 0.034
nor4_1 | 4 | 0.097
area by class of cell:
type / instances / area, um2
fillers: 376 / 2640
multi-input cells: 34 / 378
well taps: 46 / 57.6
repair buffers: 41 / 340
worst paths after layout:
path	to	slack, ps	cells past startpoint
setup / recovery	ForwardB[1]	-270	7
hold / removal	ForwardA[1]	1220	5
routing by layer:
metal | global-route usage | share of wire
met3 | 0.0205 | 0.13
met5 | 0 | 0
met1 | 0.0787 | 0.66
met2 | 0.0345 | 0.21
met4 | 0 | 0
what timing repair did:
action	CTS	global route
gates resized	63	7
buffers inserted	2	1
endpoints found under the setup margin	4	4
pin swaps	13	1
critical path, stage by stage:
cell,delay [ps]
buf_6,100
or4_4,550
o21ai_4,170
buf_4,150
nor4_4,40
nor4_2,210
buf_2,130
where the power goes:
part | switching, W | total (W) | leakage, nW | internal (W)
registers | 0 | 0 | 0 | 0
logic | 0.0000694 | 0.000164 | 0.314 | 0.0000942
clock network | 0 | 0 | 0 | 0
total | 0.0000694 | 0.000164 | 0.314 | 0.0000942
per-stage QoR:
stage          total power (W)  setup TNS, ps  hold WS (ps)
3_5_place_dp          0.000139          -3470          1710
6_report              0.000164           -686          1220
2_1_floorplan        0.0000449              0           793
4_1_cts               0.000155           -690          1260
5_1_grt               0.000176           -864          1270
3_3_place_gp          0.000137          -3340          1720
logic make-up after synthesis:
logic type | after synthesis | synth area share
compound gates | 1 | 0.0340
xor+xnor | 20 | 0.680
simple gates | 13 | 0.286
No activity file was given, so power comes from the tool's default toggle rates.
